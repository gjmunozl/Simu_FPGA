==> design.v <==
module Mainn(
	input clk,
	input rst,
	input sma,
	input rv1,
	input rv2, 
	input rh1,
	input rh2,
	input tm,
	input ta,
	input fm,
	input fa,
	output soutp,
	output soutn,
	output soupp,
	output soupn
    );
	reg SMA;
	reg [15:0]RV1;
	reg [15:0]RV2;
	reg [15:0]RH1;
	reg [15:0]RH2;
	reg [15:0]THM;
	reg [15:0]THA;
	reg [15:0]PHM;
	reg [15:0]PHA;
always @ (*) begin
	if(sma)begin SMA=1; end else begin SMA=0; end
	if(rv1)begin RV1=30; end else begin RV1=15; end
	if(rv2)begin RV2=40; end else begin RV2=15; end
	if(rh1)begin RH1=35; end else begin RH1=15; end
	if(rh2)begin RH2=45; end else begin RH2=15; end
	if(tm)begin THM='d30; end else begin THM=15; end
	if(ta)begin THA='d40; end else begin THA=15; end
	if(fm)begin PHM='d35; end else begin PHM=15; end
	if(fa)begin PHA='d45; end else begin PHA=15; end
end
control_movimiento my_control (
	 .rst(rst),
    .sma(SMA), 
    .clk(clk), 
    .R_vertical_1(RV1), 
    .R_vertical_2(RV2), 
    .R_horizontal_1(RH1), 
    .R_horizontal_2(RH2), 
    .theta_manual(THM), 
    .theta_actual(THA),
    .phi_manual(PHM), 
    .phi_actual(PHA), 
    .s_out_theta_pos(soutp), 
    .s_out_theta_neg(soutn), 
    .s_out_phi_pos(soupp), 
    .s_out_phi_neg(soupn));
endmodule
module control_movimiento (rst,sma,clk, R_vertical_1 , R_vertical_2 , R_horizontal_1 , R_horizontal_2 , theta_manual , theta_actual , phi_manual , phi_actual, s_out_theta_pos, s_out_theta_neg, s_out_phi_pos, s_out_phi_neg);
	input clk;
	input [15:0]R_vertical_1;
	input [15:0]R_vertical_2;
	input [15:0]R_horizontal_1;
	input [15:0]R_horizontal_2; 
	input [15:0]theta_manual;
	input [15:0]theta_actual; 
	input sma;  
	input rst;
	input [15:0]phi_actual;
	input [15:0]phi_manual;
	output reg s_out_theta_pos;
	output reg s_out_theta_neg;
	output reg s_out_phi_pos;
	output reg s_out_phi_neg;
	reg [1:0] shift_motor=2'b00;
	parameter [2:0] error=3'b101; 
	parameter [7:0] giro=8'b10110100; 
	always @(posedge clk)begin
		if(rst)begin 
			s_out_phi_pos=0;
			s_out_phi_neg=0;	
			s_out_theta_pos=0;
			s_out_theta_neg=0;
		end else begin
			if(!sma)begin
				if(shift_motor==2'b00)begin
					s_out_phi_pos=1;
					s_out_phi_neg=1;
					if ((R_vertical_1>=(R_vertical_2-error) )&& (R_vertical_1<=(R_vertical_2+error)))begin
						s_out_theta_neg=1;
						s_out_theta_pos=1;
						shift_motor=2'b10;
					end else begin 
						if(R_vertical_1>R_vertical_2)begin
							s_out_theta_pos=0;  
							s_out_theta_neg=1;
						end
						if(R_vertical_1<R_vertical_2)begin
							s_out_theta_neg=0;  
							s_out_theta_pos=1;
						end	
					end
				end else begin		
					s_out_theta_pos=1;
					s_out_theta_neg=1;
					if (R_horizontal_1>=(R_horizontal_2-error) && (R_horizontal_1<=(R_horizontal_2+error)))begin
							s_out_phi_pos=1;
							s_out_phi_neg=1;
							shift_motor=2'b00; 
					end else begin 
						if(R_horizontal_1>R_horizontal_2)begin
							s_out_phi_pos=0;  
							s_out_phi_neg=1; 
						end	
						if(R_horizontal_1<R_horizontal_2)begin
							s_out_phi_neg=0;  
							s_out_phi_pos=1;
						end	
					end
				end
			end else begin
				if(shift_motor==2'b00)begin
					s_out_theta_pos=1;
					s_out_theta_neg=1;
					if(phi_actual>=(phi_manual+error)||phi_actual<=(phi_manual-error))begin 	
						if(phi_actual>phi_manual) begin
							if((phi_actual-phi_manual)<=giro) begin
								s_out_phi_pos=0;	 
								s_out_phi_neg=1;
							end else begin
								s_out_phi_pos=1;
								s_out_phi_neg=0;  
							end	
						end else begin
							if((phi_manual-phi_actual)<=giro) begin
								s_out_phi_pos=1;
								s_out_phi_neg=0;  
							end else begin
								s_out_phi_pos=0;  
								s_out_phi_neg=1;
							end
						end
					end else begin 
						shift_motor=2'b10;
						s_out_phi_pos=1;
						s_out_phi_neg=1;
					end
				end else begin
					s_out_phi_pos=1;
					s_out_phi_neg=1;
					if(theta_actual>=(theta_manual+error)||theta_actual<=(theta_manual-error))begin 
						if(theta_actual>theta_manual) begin
							s_out_theta_pos=0;  
							s_out_theta_neg=1; 
						end else begin 
							s_out_theta_pos=1;
							s_out_theta_neg=0;  
						end	
					end else begin 
						shift_motor=2'b00;
						s_out_theta_pos=1;
						s_out_theta_neg=1;
					end
				end
			end	
		end
	end
endmodule 
==> run.sh <==
#!/bin/bash
# OpenROAD 26Q1-2900-gdf79404cd8, Yosys 0.63+post, stock flow scripts
make -C /OpenROAD-flow-scripts/flow DESIGN_CONFIG=/design/flow/config.mk WORK_HOME=/design/flow/orfs finish
==> config.mk <==
export PLATFORM = sky130hd
export DESIGN_NAME = Mainn
export DESIGN_NICKNAME = Mainn
export VERILOG_FILES = /design/flow/design.v
export SDC_FILE = /design/flow/constraint.sdc
export NUM_CORES = 4
export LEC_CHECK = 1
export CORE_AREA = 10 10 70 70
export DIE_AREA = 0 0 80 80
==> constraint.sdc <==
current_design Mainn

set clk_period 1.8
set clk_io_pct 0.2

create_clock -name clk0 -period $clk_period [get_ports {clk}]

set non_clock_inputs [all_inputs -no_clocks]
set_input_delay [expr $clk_period * $clk_io_pct] -clock clk0 $non_clock_inputs
set_output_delay [expr $clk_period * $clk_io_pct] -clock clk0 [all_outputs]
==> deck_impl_summary.md <==
Physical Implementation Snapshot

Clock network
  – CTS Buf Count: 3
  – Clock Latency Late Sink: 0.24 ns
  – Clock Path Buffers: 2
  – Total setup buffers inserted after CTS: 0
  – H-tree lvl count: 1
  – TritonCTS clock tree: built
  – Cts repair resizes: 0
  – Clock Tree Root: clkbuf_4
  – CTS Sinks: 5
  – Hold buffer count at cts: 0
  – Reg clk slew, reported paths: 0.04 ns

Worst setup path
  – Crit-path max FO: 9
  – Crit. Startpoint: my_control.shift_motor[1]$_DFFE_PP_
  – Crit path DAT: 1.33 ns
  – Reg-to-Reg Start: my_control.shift_motor[1]$_DFFE_PP_
  – Critical path startpoint category: flop
  – Crit. End Element: flop
  – CP Data Required Time: 1.73 ns
  – Crit Path Category: flop to flop

Die
  – FP Rows: 21
  – Die Area: 0.00640 mm²
  – Floorplan utilization: 7.22%
  – Die Y: approximately 80 µm
  – Die width: about 80 µm
  – Core area: roughly 0.0034 mm²
  – Number of top-level pins: 15

Logic synthesis
  – Synth flops: 5
  – Cell Type Count: 10
  – Synthesized area: 246 µm²
  – Post-synth seq share: 44.7%
  – Chip Area, Yosys: 246 µm²
  – Yosys cell count: 23
  – Warnings from Yosys: 2
  – Avg Synthesized Cell Area: ~11 µm²
  – Cells after Synth: 23

Global route
  – Global-route wire length before repair: approximately 1000 µm
  – Vias in the first global route: 260
  – Largest net degree at the start of global routing: 10
  – Total track usage: 2.07%
  – Total congestion overflow: 0
  – Antenna violations before repair: 0

Placed design
  – Inst Count DP: 82
  – PortBufs: 14
  – Placer Congestion: 0.669
  – Setup WS pre-CTS: 0.174 ns
  – Hpwl dp: slightly above 700 µm

Run status
  – Outcome: finished, final reports clean

Route
  – DRT iter0 DRCs: 23
  – Antenna Cells: 0
  – Avg WL per Cell: 9.52 µm
  – DRC viols: 0
  – Overall routed net length: 819 µm
  – Routed vias/inst: 3.09
  – Vias: 266
  – ANT nets after route: 0
  – TritonRoute pass-1 iters: 4

Finish
  – Fillcell total: 394
  – Non-Filler Instances: 86
  – P&R area growth vs syn: 86.3%
  – Most numerous logic cells after layout: 14 x clkdlybuf4s50_1, 4 x nor4b_1, 4 x a311oi_1, 4 x dfxtp_1, 3 x clkbuf_4
  – Logic area: 118 µm²
  – Flop area: 110 µm²
  – Share of layout cells above drive strength 1: about 18%
  – Most common logic cell in the routed design: clkdlybuf4s50_1

Flow run
  – MaxCap Viol Count: 0
  – Tool warnings: 25

Final timing
  – Setup Viol. Count Final: 0
  – Hold Vio Cnt, Final: 0
  – Setup ws final: 0.399 ns
  – Clock Skew: around 0.0028 ns
  – F_max: 0.714 GHz
  – Cycle use final: 77.9%
  – Pins over their slew limit: 0
  – Post-route minimum period: 1.40 ns
  – Max transition margin: about three quarters
  – RSZ-0062 raised after global routing: false
  – Worst slew pin tran: 0.353 ns
  – Sum Neg Setup Slack: 0 ns

Power and ir drop
  – Worst VDD drop: 0.114 mV
  – Cell Pwr Density: 673 mW/mm²
  – Static leakage: 0.142 nW

Min path
  – Hold WC Path Type: flop to flop
  – Hold wc startpoint: my_control.shift_motor[1]$_DFFE_PP_
## flip-flops by register name (all words and copies together), names as in the netlist
name and count:
my_control.s_out_phi_neg 1, my_control.s_out_phi_pos 1, my_control.s_out_theta_neg 1, my_control.s_out_theta_pos 1, my_control.shift_motor 1
## final timing paths
kind,endpoint,slack (ns),cells after the start
max,my_control.shift_motor[1]$_DFFE_PP_,0.40,3
min,my_control.s_out_phi_neg$_SDFFE_PP0P_,0.75,1
max reg2reg,my_control.shift_motor[1]$_DFFE_PP_,0.40,3
min reg2reg,my_control.s_out_phi_neg$_SDFFE_PP0P_,0.75,1
## synthesized netlist by cell type
| cell type | number | area share [%] |
|---|---|---|
| a211oi_1 | 2 | 6.1 |
| a21oi_1 | 1 | 2.0 |
| a311oi_1 | 4 | 14 |
| buf_6 | 1 | 4.6 |
| dfxtp_1 | 4 | 32 |
| edfxtp_1 | 1 | 12 |
| inv_2 | 2 | 3.0 |
| nor2_1 | 2 | 3.0 |
| nor3_2 | 2 | 8.1 |
| nor4b_1 | 4 | 14 |
## logic make-up after synthesis
logic type	Yosys count	share of synthesized area, %
buf+inv	3	7.62
flops	5	44.7
compound gates	7	22.3
simple gates	8	25.4
## worst max-delay path: stages, from the launching register on
cell	delay (ns)
edfxtp_1	0.54
nor3_2	0.23
a211oi_1	0.07
a211oi_1	0.25
## metal layers
metal	global-route usage, %	wire, µm
met2	5.06	518
met1	1.00	202
met5	0	0
met4	1.41	38
met3	0.341	61
## area by class of cell
| class | instances | share of cell area [%] |
|---|---|---|
| multi-input cells | 15 | 25.6 |
| well taps | 46 | 12.5 |
| inverters | 2 | 1.63 |
| clock buffers | 4 | 5.72 |
| flip-flops and latches | 5 | 24.0 |
| repair buffers | 14 | 30.5 |
## power breakdown
group / total [mW] / internal [mW] / switching, mW
Sequential: 0.127 / 0.122 / 0.00429
Clock: 0.127 / 0.0837 / 0.0436
Combinational: 0.0548 / 0.0372 / 0.0176
## per-stage QoR
stage / instance area [µm²] / total power [mW] / util (%) / hold slack (ns)
6_report: 459 / 0.309 / 13.4 / 0.747
5_1_grt: 459 / 0.317 / 13.4 / 0.777
4_1_cts: 459 / 0.315 / 13.4 / 0.733
3_5_place_dp: 433 / 0.184 / 12.7 / 0.727
3_3_place_gp: 433 / 0.183 / 12.7 / 0.713
2_1_floorplan: 246 / 0.141 / - / 0.432
Power is estimated from default activity; no workload was simulated.
